--- design/flow/config.mk ---
export PLATFORM = sky130hd
export DESIGN_NAME = PipeRegister
export DESIGN_NICKNAME = PipeRegister
export VERILOG_FILES = /design/flow/design.v
export SDC_FILE = /design/flow/constraint.sdc
export NUM_CORES = 4
export LEC_CHECK = 1
export CORE_AREA = 10 10 147 147
export DIE_AREA = 0 0 157 157
--- design/flow/constraint.sdc ---
current_design PipeRegister

set clk_period 1.0
set clk_io_pct 0.2

create_clock -name clk0 -period $clk_period [get_ports {clk}]

set non_clock_inputs [all_inputs -no_clocks]
set_input_delay [expr $clk_period * $clk_io_pct] -clock clk0 $non_clock_inputs
set_output_delay [expr $clk_period * $clk_io_pct] -clock clk0 [all_outputs]
--- design/flow/design.v ---
module PipeRegister(clk, dmemDataIn, dmemWrtEn,
							memtoReg, jal,  
							PCinc, aluOut, regFileWrtEn, regWrtIndex,
							dmemAddr_out, dmemDataIn_out, dmemWrtEn_out, memtoReg_out, jal_out,
							PCinc_out, regFileAluOut_out, regFileWrtEn_out, regWrtIndex_out);
	parameter DBITS = 32;
	parameter REG_INDEX_BIT_WIDTH = 4;
	input clk;
	input[DBITS-1:0] dmemDataIn, PCinc, aluOut;
	input dmemWrtEn, memtoReg, jal, regFileWrtEn;
	input[REG_INDEX_BIT_WIDTH - 1: 0] regWrtIndex;
	reg[DBITS-1:0] dmemDataIn_m, PCinc_m, aluOut_m;
	reg dmemWrtEn_m, memtoReg_m, jal_m, regFileWrtEn_m;
	reg[REG_INDEX_BIT_WIDTH-1: 0] regWrtIndex_m;
	output[DBITS-1:0] dmemAddr_out, regFileAluOut_out, dmemDataIn_out, PCinc_out;
	output dmemWrtEn_out, memtoReg_out, jal_out, regFileWrtEn_out;
	output[REG_INDEX_BIT_WIDTH-1:0] regWrtIndex_out;
	always @ (negedge clk) begin
		aluOut_m <= aluOut;
		PCinc_m <= PCinc;
		dmemDataIn_m <= dmemDataIn;
		dmemWrtEn_m <= dmemWrtEn;
		memtoReg_m <= memtoReg;
		jal_m <= jal;
		regFileWrtEn_m <= regFileWrtEn;
		regWrtIndex_m <= regWrtIndex;
	end
	assign dmemAddr_out = aluOut_m;
	assign regFileAluOut_out = aluOut_m;
	assign dmemDataIn_out = dmemDataIn_m;
	assign PCinc_out = PCinc_m;
	assign dmemWrtEn_out = dmemWrtEn_m;
	assign memtoReg_out = memtoReg_m;
	assign jal_out = jal_m;
	assign regFileWrtEn_out = regFileWrtEn_m;
	assign regWrtIndex_out = regWrtIndex_m;
endmodule
--- design/flow/run.sh ---
#!/bin/bash
# OpenROAD 26Q1-2900-gdf79404cd8, Yosys 0.63+post, stock flow scripts
make -C /OpenROAD-flow-scripts/flow DESIGN_CONFIG=/design/flow/config.mk WORK_HOME=/design/flow/orfs finish
==> summary.txt <==
Results of an implementation run.

The family with the most delay on the worst path is flip-flops. In this run the remaining antenna-violating nets after routing total 0. The synthesized netlist occupies a cell area of ~2300 µm².

For this run, asynchronously set or reset flops after synthesis account for 0%. The worst-case vdd ir drop is 0.745 mV. Looking at the clock tree report, the maximum root-to-sink buffer count equals 2. The leakage power figure is 2.56 nW. The main flop type is sky130_fd_sc_hd__dfxtp_1. Post-synthesis, Yosys gives the total cell area as 2330 µm². Across all checked pins, the minimum headroom to the slew limit is around 92%. Wires add up to around 9.5 mm. By instance count, the leading cell after synthesis is sky130_fd_sc_hd__dfxtp_1.

Per the CTS log, the root buffer master is sky130_fd_sc_hd__clkbuf_16. The largest incremental delay on the critical path is ~0.31 ns. The largest non-sequential cell family by area is buffers and inverters. The estimated wirelength of the detail-placed design is 7.72 mm. For reference, the top cells by count after synthesis are 104 x sky130_fd_sc_hd__dfxtp_1, 32 x sky130_fd_sc_hd__buf_4, 1 x sky130_fd_sc_hd__inv_1.

The via count of the routed design is between 2,000 and 2,500. Setup repair after global routing could not meet its margin everywhere. Per the run report, area growth between synthesis and finish was 113%.

The count of TritonRoute iterations in the first routing pass is 3. Per the final report, max-transition violations number 0. For this design, the CTS-stage hold fixing added 0 buffers. The overall routing resource usage is under 10%. Looking at the power breakdown, the clock network takes approximately half of the total. The data required time reported for the critical path is around 0.8 ns. Summing all multiplexer cells gives an area fraction of 0%. The multi-input combinational gate total is 0. The width of the die is between 150 and 200 µm. The count of unresolved DRC violations after routing is 0. The path category of the worst min-delay check is in -> reg.

According to the CTS report, the clock sink count is roughly 100. The initial antenna violation count is 0. The number of hold-slack violations in the final timing report is 0. The setup violation total in the final timing report is about 140. The proportion of power drawn by combinational gates is between 6 and 7%. The synthesis stat section lists a flop and latch total of between 100 and 150. The timing report shows the most common cell along the critical path to be sky130_fd_sc_hd__buf_6. The number of max-capacitance violations reported is 0. In this run the cell area measured after placement is 4780 µm². The combinational gate area is 0 µm². The number of warnings issued by yosys is 1.

The first global-routing pass estimated about 13 mm of wire. The buffering stage count on the worst path with inverters included is 2. After technology mapping, the gate count stands at roughly 140. The congestion estimate from routability-driven global placement came to 0.758. The clock-pin slew on the worst setup and hold paths is roughly 0.040 ns. The finished layout cell area is about 4900 µm². The flow ran to the end, but the final reports show violations. For this design, the slowest cell found on the critical path is sky130_fd_sc_hd__dfxtp_2. The per-cell via count in the routed design is just over 3.

The fraction of final layout cells with drive strength greater than 1 is 43.2%. The post-synthesis area per instance is between 15 and 20 µm². The pin slew with the least headroom to its limit is 0.113 ns. The area share of and-or/or-and cells after synthesis is 0%. The number of placed I/O pins is 241.

The internal power of the cells totals 7.56 mW. Entering global routing, the biggest net connects 20 pins. For this design, Yosys synthesis ends with a cell count of 137. The count of standard-cell rows is ~50. The die area is ~25,000 µm².

The CTS report gives the tree buffer count as 9. STA on the placed design reports a worst setup slack of -0.567 ns. In this run the critical path is formed by buf_6 -> buf_6. The die span in y is roughly 160 µm.

The post-synthesis xor/xnor area fraction is 0%. Max fanout on the critical path was recorded as 2. In the post-synthesis netlist, the biggest area contributors are sky130_fd_sc_hd__dfxtp_1 90%, sky130_fd_sc_hd__buf_4 10%, sky130_fd_sc_hd__inv_1 0.16%. The checks that failed: setup timing. The library cell with the largest summed area after synthesis is sky130_fd_sc_hd__dfxtp_1. The sequential-to-total area share from yosys stat is between 80 and 90%.

The worst setup path is captured at an output port. In this run, flip-flops and latches consume between 40% and 50% of the power. In the final routed layout, each cell accounts on average for between 10 and 15 µm. The deepest level of the CTS H-tree is 3. After synthesis, the largest area contributor takes up around 90% of total cell area. The tally of buffers added on design ports is 240. The number of different library cells in the post-synthesis netlist is 3. The post-synth count of flops with an enable pin is 0.

The number of warnings the tools reported is roughly 130. The number of fillers in the final layout is between 1,500 and 2,000. In this run, the synthesized area fraction spent on and/or/nand/nor cells is recorded as 0%. Of the total power, the share spent switching nets is 28.3%. In the routed netlist, the antenna diode instances number 0. The category of the most critical setup path is reg -> out.

After layout, the worst setup slack is -0.615 ns. For the worst setup path, the data arrival time is roughly 1.4 ns. Detailed-route iteration 0 reported a violation count of 27. The via count of the first global-routing pass is 2,511. For this run the aggregate overflow at the end of global routing stands at 0. The script computed a power per unit cell area of 2130 nW/µm². The share of the core filled by cells before placement is roughly 13%. TritonCTS built the clock tree. The floorplan step defined a core boundary enclosing around 19,000 µm². The worst setup path is launched from a flop.

The power report puts the net switching power at roughly 3 mW. The area share of fa/ha/maj cells after synthesis is 0%.
[layout by cell type (no fill, tap or decap)]
master	instances
sky130_fd_sc_hd__clkbuf_16	9
sky130_fd_sc_hd__buf_2	126
sky130_fd_sc_hd__inv_1	104
sky130_fd_sc_hd__bufinv_16	1
sky130_fd_sc_hd__dfxtp_2	48
sky130_fd_sc_hd__clkdlybuf4s50_1	104
sky130_fd_sc_hd__inv_8	2
sky130_fd_sc_hd__dfxtp_1	56
sky130_fd_sc_hd__clkinv_8	2
sky130_fd_sc_hd__buf_6	11
sky130_fd_sc_hd__inv_6	2
[stage by stage]
step	TNS [ns]	util, %	hold slack (ns)	cells	power (mW)
after floorplan	-2.55	-	0.728	137	5.18
after global placement	-87.62	25.7	1.15	579	6.11
after detailed placement	-88.00	25.7	1.15	579	6.11
after CTS	-73.09	26.4	0.700	699	10.9
after global routing	-75.61	26.6	0.691	699	11.5
final	-69.49	26.6	0.721	699	10.5
[per-layer routing]
layer	share of wire, %	up-vias	track usage [%]
met5	0	-	0
met1	33	948	6.39
li1	-	1034	-
met4	2.5	0	3.51
met2	51	140	11.4
met3	13	20	6.09
[power by group through the flow]
stage	Sequential [mW]	Clock, mW	Combinational [mW]
4_1_cts	4.48	5.75	0.693
6_report	4.49	5.37	0.681
5_1_grt	4.50	6.21	0.742
[area by class of cell]
class	count	area, µm²	area share [%]
Sequential cell	104	2140	43.3
Timing Repair Buffer	241	1800	36.3
Clock inverter	111	493	9.96
Tap cell	234	293	5.92
Clock buffer	9	225	4.55
[what timing repair did]
item | 4_1_cts | 5_1_grt
gates cloned | 0 | 0
setup endpoints to repair | 136 | 136
setup buffers | 1 | 0
resized | 478 | 17
[cells by family (layout without fill, tap and decap cells)]
group,count (synthesis),after routing
DFF,104,104
buffers and inverters,33,361
[worst paths after layout]
kind,startpoint,to,depth (start not counted)
worst max-delay path,aluOut_m[6]$_DFF_N_,dmemAddr_out[6],2
worst min-delay path,dmemDataIn[15],dmemDataIn_m[15]$_DFF_N_,1
[sequential cells by signal (all words and copies together), names as in the netlist]
signal,count
dmemDataIn_m,32
PCinc_m,32
aluOut_m,32
regWrtIndex_m,4
memtoReg_m,1
regFileWrtEn_m,1
jal_m,1
dmemWrtEn_m,1
Power is estimated from default activity; no workload was simulated.
