==> ./design.v <==
module RegisterFile(clk, wrtEn, dIn, dr, sr1, sr2, sr1Out, sr2Out);
	parameter BIT_WIDTH = 32;
	parameter REG_WIDTH = 4;
	parameter REG_SIZE = (1 << REG_WIDTH);
	input clk, wrtEn;
	input [BIT_WIDTH - 1 : 0] dIn;
	input [REG_WIDTH - 1 : 0] dr, sr1, sr2;
	output [BIT_WIDTH - 1 : 0] sr1Out, sr2Out;
	reg [BIT_WIDTH - 1 : 0] registers [0 : REG_SIZE - 1];
	always @(posedge clk)
		if (wrtEn) registers[dr] <= dIn;	
	assign sr1Out = registers[sr1];
	assign sr2Out = registers[sr2];
endmodule
==> ./run.sh <==
#!/bin/bash
# OpenROAD 26Q1-2900-gdf79404cd8, Yosys 0.63+post, stock flow scripts
make -C /OpenROAD-flow-scripts/flow DESIGN_CONFIG=/design/flow/config.mk WORK_HOME=/design/flow/orfs finish
==> ./config.mk <==
export PLATFORM = sky130hd
export DESIGN_NAME = RegisterFile
export DESIGN_NICKNAME = RegisterFile
export VERILOG_FILES = /design/flow/design.v
export SDC_FILE = /design/flow/constraint.sdc
export NUM_CORES = 4
export LEC_CHECK = 1
export CORE_UTILIZATION = 30
==> ./constraint.sdc <==
current_design RegisterFile

set clk_period 7.8
set clk_io_pct 0.2

create_clock -name clk0 -period $clk_period [get_ports {clk}]

set non_clock_inputs [all_inputs -no_clocks]
set_input_delay [expr $clk_period * $clk_io_pct] -clock clk0 $non_clock_inputs
set_output_delay [expr $clk_period * $clk_io_pct] -clock clk0 [all_outputs]
==> flow_metrics.py <==
# Metrics from the implementation run
metrics = {
    "outcome": {
        "outcome": "completed",
    },
    "setup_path": {
        "end_kind": "output port",
        "cp_common_cell": "clkdlybuf4s50_1",
        "start_kind": "input port",
        "path_max_fanout": 18,
        "crit_required_ns": 6.24,
        "path_cells": "clkdlybuf4s50_1 -> nor2b_4 -> buf_4 -> a22oi_1 -> nand2_1 -> clkdlybuf4s50_1",
        "worstPathArrival_ns": 4.23,
        "max_stage_delay_ns": 0.63,
        "critPathKind": "in -> out",
        "critPathSlowestCell": "nor2b_4",
    },
    "placed_design": {
        "dp_cells": 2103,
        "io_buffers": 109,
        "routabilityCongestion": 0.769,
        "dp_hpwl_um": 33400,
        "preCtsSetupSlack_ns": 2.05,
    },
    "logic_synthesis": {
        "yosysSeqAreaShare_pct": 67.1,
        "yosys-top-cells-count": "edfxtp_1, mux4_2, a22oi_1",
        "synth_top_cell_by_count": "edfxtp_1",
        "muxShareOfSynthArea_pct": 25.2,
        "yosys-dominant-comb-family": "multiplexers",
        "yosysTopAreaCell": "edfxtp_1",
        "synthAoiAreaFrac_pct": 4.19,
        "synthAdderAreaFrac_pct": 0,
        "xor_share_pct": 0,
        "ys_cells": 1077,
        "simple_gate_share_pct": 1.73,
        "synth_area_per_cell_um2": 21.3,
        "topCellsByArea": "edfxtp_1, mux4_2, a22oi_1, nand2_1, clkbuf_1",
        "synth_top_area_share_pct": 67.1,
        "ys_area_um2": 22900,
        "ys_ff": 512,
        "ys_types": 16,
        "ys_async_sr_fraction_pct": 0,
        "ys.flop_type": "edfxtp_1",
        "yosys_warnings": 1,
        "syn_inst": 1077,
        "synth-edff-count": 512,
        "netlist_area_um2": 22900,
    },
    "final_layout": {
        "largestRegisters": "registers (512)",
        "drive_gt1_share_pct": 31.7,
        "regMostFlops": "registers",
        "fill_cells": 6687,
        "synthToLayoutAreaGrowth_pct": 17.5,
        "stdcell_count": 2202,
        "largest_reg_flops": 512,
        "fin_util_pct": 35.9,
    },
    "routing": {
        "drtIter0Drc": 711,
        "wl_um": 62500,
        "wl_per_cell_um": 28.4,
        "vias": 12200,
        "viasPerCell": 5.56,
        "first_pass_iters": 4,
        "post-route-drc-count": 0,
        "ant_nets": 0,
    },
    "clock_tree": {
        "numCtsBuffers": 54,
        "clock_path_buffers": 3,
        "clock-sinks": 512,
        "postCtsSetupBuffers": 0,
        "root_buffer": "clkbuf_16",
        "cts_resized": 0,
        "clk_pin_slew_ns": 0.06,
        "cts_tree": "yes",
        "ctsHoldBuffers": 0,
        "h-tree-depth": 2,
    },
    "grt": {
        "use_met1_pct": 19.9,
        "antenna_found_initial": 4,
        "grt_max_degree": 102,
        "first_global_vias": 13900,
        "grt_busiest_layer": "met2",
        "use_met2_pct": 25.4,
        "met3_usage_pct": 15.3,
        "track_usage_pct": 17.6,
        "overflow": 0,
        "grt_pass1_wl_um": 91800,
    },
    "final_timing": {
        "max_slew_margin_pct": 45.3,
        "period_used_pct": 74.2,
        "setup_viol": 0,
        "tns_ns": 0,
        "worstMarginPinSlew_ns": 0.819,
        "hold_viol": 0,
        "clock.fmax_mhz": 173,
        "setup_slack_ns": 2.01,
        "drv_slew": 0,
        "min_period_ns": 5.79,
        "grt_setup_unrepaired": "false",
    },
    "floorplan": {
        "fp_util_pct": 30.6,
        "die_area_um2": 77500,
        "die_height_um": 278,
        "fp-row-count": 100,
        "core_um2": 74900,
        "die_x_um": 278,
        "io_pins": 110,
    },
    "pwr": {
        "ir_worst_vdd_v": 0.000142,
        "leakage_uw": 0.00829,
        "powerDensity_nw_per_um2": 225,
        "total_power_uw": 6070,
    },
    "flow_run": {
        "warnings": 29,
        "drv_cap": 0,
    },
    "worst_hold_path": {
        "hp-class": "in -> reg",
    },
}
## where the power goes
| group | leakage (uW) | internal, uW | switching, uW |
|---|---|---|---|
| Clock | 0.000817 | 1390 | 1030 |
| Combinational | 0.00284 | 267 | 278 |
| Sequential | 0.00463 | 3090 | 20.5 |
## final cells by class
type	instances	area, um2	share of cell area, %
Antenna cell	1	2.50	0.00930
Clock buffer	71	1480	5.49
Clock inverter	27	174	0.646
Multi-Input combinational cell	479	7280	27.0
Sequential cell	512	15400	57.1
Tap cell	969	1210	4.50
Timing Repair Buffer	143	1400	5.20
## worst max-delay path: cells and delay by family
kind	cells	cell delay, ns
buf+inv	3	1.60
simple gates	2	0.87
compound gates	1	0.18
## metrics by stage
stage | area (um2) | hold WS, ns
6_report | 26900 | 1.85
5_1_grt | 26900 | 1.92
4_1_cts | 26900 | 1.85
3_5_place_dp | 25300 | 2.48
3_3_place_gp | 25300 | 2.48
2_1_floorplan | 22900 | 1.66
## placed cells by master (no fill, tap or decap), types with 2 or more instances in the layout
cell	count
edfxtp_1	512
mux4_2	256
a22oi_1	128
clkdlybuf4s50_1	105
nand2_1	65
clkbuf_16	57
buf_4	32
nor2_4	14
clkbuf_1	14
clkinv_1	12
clkinv_2	12
nor2b_4	4
nor3_2	4
buf_12	4
and2_2	2
nand3b_1	2
nand2b_1	2
bufinv_16	2
clkbuf_8	2
## cells by family after synthesis
| group | after synthesis |
|---|---|
| flip-flops | 512 |
| multiplexers | 256 |
| AND-OR/OR-AND | 128 |
| AND/OR/NAND/NOR | 95 |
| buffers and inverters | 86 |
## path summary, 6_finish.rpt
path	slack (ns)	depth (start not counted)	from	endpoint
max	2.01	6	sr2[3]	sr2Out[31]
min	1.85	1	dIn[27]	registers[1][27]
## layer usage
metal	routed length [um]	share of wire (%)
met4	1420	2.3
met1	20000	32
met3	11900	19
met2	29000	46
met5	184	0.29
Power and IR drop assume default switching activity.
