==> flow/design.v <==
module ALU(dIn1, dIn2, op1, op2, dOut);
	parameter BIT_WIDTH = 32;
	input [3:0] op1, op2;
	input signed [(BIT_WIDTH - 1) : 0] dIn1, dIn2;
	output reg [(BIT_WIDTH - 1) : 0] dOut;
	always @(*) begin
		if (op1[1:0] == 2'b10) begin
			if (op2[3]) begin
				if (op2[2]) begin
					case (op2[1:0])
						2'b01: dOut <= dIn1 != 0;	    			 
						2'b10: dOut <= dIn1 >= 0;					 
						2'b11: dOut <= dIn1 > 0;  					 
						default: dOut <= 32'hffffffff;
					endcase
				end else begin
					case (op2[1:0])
						2'b00: dOut <= 32'd1;		        	 
						2'b01: dOut <= dIn1 != dIn2;			 
						2'b10: dOut <= dIn1 >= dIn2;   			 
						2'b11: dOut <= dIn1 > dIn2;    			 
					endcase
				end
			end else begin
				if (op2[2]) begin
					case (op2[1:0])
						4'b01: dOut <= dIn1 == 0;				 
						4'b10: dOut <= dIn1 < 0;    			 
						4'b11: dOut <= dIn1 <= 0;      			 
						default: dOut <= 32'hffffffff;
					endcase
				end else begin
					case (op2[1:0])
						2'b00: dOut <= 32'd0;					 
						2'b01: dOut <= dIn1 == dIn2;			 
						2'b10: dOut <= dIn1 < dIn2;    			 
						2'b11: dOut <= dIn1 <= dIn2;   			 
					endcase
				end
			end
		end else begin
			if (op2[3]) begin
				case (op2[1:0])
					2'b00: dOut <= ~(dIn1 & dIn2);				 
					2'b01: dOut <= ~(dIn1 | dIn2);				 
					2'b10: dOut <= ~(dIn1 ^ dIn2);				 
					2'b11: dOut <= dIn2 << 16;
				endcase
			end else begin
				if (op2[2]) begin
					case (op2[1:0])
						2'b00: dOut <= dIn1 & dIn2;				 
						2'b01: dOut <= dIn1 | dIn2;				 
						2'b10: dOut <= dIn1 ^ dIn2;				 
						default: dOut <= 32'hffffffff;
					endcase
				end else begin
					if (op2[0]) dOut <= dIn1 - dIn2;	    			 
					else dOut <= dIn1 + (dIn2 << (op1[1] ? 2 : 0));		 
				end
		    end
		end
	end
endmodule
==> flow/run.sh <==
#!/bin/bash
# OpenROAD 26Q1-2900-gdf79404cd8, Yosys 0.63+post, stock flow scripts
make -C /OpenROAD-flow-scripts/flow DESIGN_CONFIG=/design/flow/config.mk WORK_HOME=/design/flow/orfs finish
==> flow/config.mk <==
export PLATFORM = sky130hd
export DESIGN_NAME = ALU
export DESIGN_NICKNAME = ALU
export VERILOG_FILES = /design/flow/design.v
export SDC_FILE = /design/flow/constraint.sdc
export NUM_CORES = 4
export LEC_CHECK = 1
export CORE_UTILIZATION = 40
==> flow/constraint.sdc <==
current_design ALU

set clk_period 18.8
set clk_io_pct 0.2

create_clock -name clk0 -period $clk_period

set non_clock_inputs [all_inputs -no_clocks]
set_input_delay [expr $clk_period * $clk_io_pct] -clock clk0 $non_clock_inputs
set_output_delay [expr $clk_period * $clk_io_pct] -clock clk0 [all_outputs]
==> deck_impl_summary.md <==
Run Summary

Clocking
  • Setup bufs post-CTS: 0
  • CTS resizes: 0
  • Hold-fix buffers, CTS: 0

STA
  • Hold Slack: 8.571 ns
  • Slew at the pin with the worst max-slew slack: 0.8056 ns
  • Fin. max-slew vios: 0
  • Fin crit share: 62.39%
  • Final hold viol count: 0
  • Post-route minimum period: 11.73 ns
  • Worst slew margin: 46.09%
  • Setup tns final: 0 ns
  • RSZ-0062 raised after global routing: no
  • Maximum clock rate: between 80 and 90 MHz
  • # setup viols final: 0

Run
  • Max Cap Viol: 0
  • Tool warnings: 98

Cells and area
  • Area Growth Syn to Fin: 15.44%
  • Layout filler cell count: 1843
  • Layout cells sized above 1: 6.626%
  • Clkbuf count: 0
  • Combinational Area: 6635 µm²
  • Most frequent logic cell in the layout: ha_1
  • Register Area: 0 µm²
  • Most frequent cells in the layout: ha_1 (127), nand2_1 (104), clkdlybuf4s50_1 (99)
  • Final Util: a little under half
  • Seq Cell Count: 0

Logic synthesis
  • Main kind of combinational logic by area: AND-OR/OR-AND gates
  • Cell count in the Yosys report: about 1.1k
  • Mapped cell area: 7278 µm²
  • Simple Share, Synth: between 20% and 30%
  • Yosys adder share: 22.38%
  • Yosys chip area: 7278 µm²
  • Synth Area in XOR/XNOR: 5.776%
  • Yosys warning tally: 1
  • Syn avg cell area: 6.647 µm²
  • Ao+oa area frac: 34.74%
  • Synth cell types: roughly 80
  • Mux cell area share: 6.395%
  • Gate Count Post-Synth: 1095
  • Post-synth seq share: 0%

Pwr
  • Power density over the cells: 33.00 nW/µm²
  • Leakage: around 3.7 nW
  • Max rail drop VDD: 0.00001905 V

Setup path
  • Crit end category: primary output
  • Worst path buffer plus inverter count: 3
  • Slowest-stage cell, CP: a21oi_1
  • Worst EP required: 15.04 ns
  • Startpoint class of the critical path: input pin
  • Worst path cell trace: clkdlybuf4s50_1, inv_1, o21ai_0, ha_1, nand4_1, a21oi_1, o21ai_0, a31oi_1, a21oi_1, xnor2_1, o221ai_1, o221ai_1, clkdlybuf4s50_1
  • Delay-heaviest family, CP: AND-OR/OR-AND gates
  • Crit path DAT: 7.97 ns
  • Crit path largest cell delay: 0.68 ns
  • Crit path max fanout: 5
  • Critical path type: input pin to primary output

Detailed routing
  • Detailed Routing Iterations Pass 1: 6
  • Routed wire length: 27.88 mm
  • 1st-iter DRT viols: 703
  • Number of routed nets with antenna violations: 0
  • Drt via density: 5.956
  • Drt drc: 0
  • Ant. Diodes: 0
  • WL/cell: 20.32 µm
  • Total number of vias: just over 8k

Die
  • Core Region: 17540 µm²
  • Core Rows: 48
  • Top-level port count: approximately 100
  • Initial Utilization: 41.50%
  • Chip area: 18740 µm²
  • Die height: 136.9 µm
  • Die Width: 136.9 µm

Global routing
  • Vias in the first global route: 7188
  • Pin count of the biggest net entering global routing: 64
  • Tot GR Track Use: 30.37%
  • Congestion Overflow GR: 0
  • GR Util met2: 46.31%
  • Met3 Use GR: around 2.0%
  • Initial antenna violation count: 0
  • First-pass GRT wire length: approximately 42 mm
  • GR peak layer: met1
  • Met1 usage: 46.52%

Placement
  • PortBufs: 102
  • Routability cong.: 1.013
  • DP HPWL: 21.93 mm

Hold path
  • Hold depth: 4
  • Hold path endpoint: dOut[10]
  • Worst Hold Launch: op2[0]
  • Tightest Hold Check Type: input pin to primary output

Run status
  • Run status: finished clean
==> synth_stat cells (19+ instances only) <==
library cell | number | area (µm²)
a211oi_1 | 34 | 255.2
a21o_1 | 21 | 157.7
a21oi_1 | 98 | 490.5
a31oi_1 | 22 | 137.6
clkbuf_1 | 48 | 180.2
ha_1 | 127 | 1589
inv_1 | 97 | 364.1
mux2_2 | 26 | 292.8
nand2_1 | 104 | 390.4
nor2_1 | 82 | 307.8
nor2b_1 | 25 | 156.4
nor3_1 | 19 | 95.09
o21ai_0 | 96 | 480.5
xnor2_1 | 32 | 280.3
==> worst max-delay path by stage <==
stage                    from       end  slack [ns]  depth (start not counted)
after global routing  dIn2[4]  dOut[19]        6.87                         13
after CTS             dIn2[3]  dOut[19]        7.16                         14
final                 dIn2[3]  dOut[19]        7.07                         13
==> logic make-up after synthesis <==
| logic type | after synthesis |
|---|---|
| simple gates | 323 |
| xor+xnor | 48 |
| buf+inv | 164 |
| fa+ha+maj | 129 |
| mux | 42 |
| compound gates | 389 |
==> where the power goes <==
part,total [W],leakage [nW],internal [W],switching (W)
combinational,0.000277,3.70,0.000119,0.000158
sequential,0,0,0,0
clock,0,0,0,0
total,0.000277,3.70,0.000119,0.000158
==> layer usage <==
| layer | up-vias | share of wire [%] |
|---|---|---|
| li1 | 4065 | - |
| met1 | 3744 | 47 |
| met2 | 329 | 43 |
| met3 | 33 | 7.2 |
| met4 | 0 | 2.6 |
| met5 | - | 0 |
==> layout make-up <==
type | instances | area share, %
Inverter | 101 | 4.512
Multi-Input combinational cell | 931 | 78.97
Tap cell | 225 | 3.351
Timing Repair Buffer | 115 | 13.16
==> stage by stage <==
stage / area, µm² / instances / setup slack [ns] / power [W]
2_1_floorplan: 7278 / 1095 / 8.654 / 0.0001784
3_3_place_gp: 8402 / 1372 / 7.213 / 0.0002726
3_5_place_dp: 8402 / 1372 / 7.171 / 0.0002722
4_1_cts: 8402 / 1372 / 7.159 / 0.0002737
5_1_grt: 8402 / 1372 / 6.871 / 0.0003034
6_report: 8402 / 1372 / 7.070 / 0.0002773
Power figures rest on the tool's default switching activity, not on a simulated workload.
